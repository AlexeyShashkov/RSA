==> /design/flow/design.v <==
`timescale 1ns / 1ps
typedef enum int unsigned
{
  S0,
  S1,
  S2,
  S3,
  S4,
  S5,
  S6
} control_fsm_states_e;
module control_fsm #(parameter DATA_WIDTH = (1024+1))
(
    input clk,
    input ce,
    input rst,
    input start,
    input ready_next_r,
    input ready_next_p,
    input [($clog2(DATA_WIDTH)-1):0] r_t_sub_1,
    input [($clog2(DATA_WIDTH)-1):0] cnt,
    input ready_next_prev_r,
    input ready_next_prev_p,
    input ready_next_3prev_r,
    input r_d_0,
    output [1:0] commutation_config,
    output start_r,
    output start_p,
    output inc,
    output start_final_addition,
    output set_ready
);
logic [1:0] w_commutation_config;
logic w_start_r;
logic w_start_p;
logic w_inc;
logic w_start_final_addition;
logic w_set_ready;
logic [1:0] r_commutation_config;
logic r_start_r;
logic r_start_p;
logic r_inc;
logic r_start_final_addition;
logic r_set_ready;
always_ff @(posedge clk , posedge rst)
begin
    if (rst)
    begin
        {
            r_commutation_config,
            r_start_r,
            r_start_p,
            r_inc,
            r_start_final_addition,
            r_set_ready
        } <= 1'b0;
    end
    else if (ce)
    begin
        r_commutation_config <= w_commutation_config;
        r_start_r <= w_start_r;
        r_start_p <= w_start_p;
        r_inc <= w_inc;
        r_start_final_addition <= w_start_final_addition;
        r_set_ready <= w_set_ready;
    end
end
assign commutation_config = r_commutation_config;
assign start_r = r_start_r;
assign start_p = r_start_p;
assign inc = r_inc;
assign start_final_addition = r_start_final_addition;
assign set_ready = r_set_ready;
control_fsm_states_e present_state;
control_fsm_states_e next_state;
always_ff @(posedge clk , posedge rst)
begin
    if (rst)
        present_state <= S0;
    else if (ce)
        present_state <= next_state;
end
always_comb
begin
    next_state = present_state;
    case (present_state)
        S0: begin
            if (start)
                next_state = S1;
        end
        S1: begin
            next_state = S2;
        end
        S2: begin
            if (ready_next_r)
                next_state = S3;
        end
        S3: begin
            next_state = S4;
        end
        S4: begin
            if (ready_next_r | ready_next_p)
            begin
                if (r_t_sub_1 == cnt)
                    next_state = S5;
                else
                    next_state = S3;
            end
        end
        S5: begin
            next_state = S6;
        end
        S6: begin
            if (ready_next_prev_r)
            begin
                if (start)
                    next_state = S1;
                else
                    next_state = S0;
            end
        end
        default: begin
            next_state = S0;
        end
    endcase
end
always_comb
begin
    w_commutation_config = 2'b00;
    w_start_r = 1'b0;
    w_start_p = 1'b0;
    w_inc = 1'b0;
    w_start_final_addition = 1'b0;
    w_set_ready = 1'b0;
    case (present_state)
        S0: begin
        end
        S1: begin
            w_commutation_config = 2'b01;
            w_start_r = 1'b1;
            w_start_p = 1'b1;
        end
        S2: begin
        end
        S3: begin
            w_commutation_config = 2'b00;
            if (r_d_0)
                w_start_r = 1'b1;
            if (r_t_sub_1 != cnt)
                w_start_p = 1'b1;
        end
        S4: begin
            if (ready_next_prev_r | ready_next_prev_p)
                w_inc = 1'b1;
        end
        S5: begin
            w_commutation_config = 2'b10;
            w_start_r = 1'b1;
        end
        S6: begin
            if (ready_next_3prev_r)
                w_set_ready = 1'b1;
            if (ready_next_prev_r)
                w_start_final_addition = 1'b1;
        end
    endcase
end
endmodule: control_fsm
==> /design/flow/run.sh <==
#!/bin/bash
# OpenROAD 26Q1-2900-gdf79404cd8, Yosys 0.63+post, stock flow scripts
make -C /OpenROAD-flow-scripts/flow DESIGN_CONFIG=/design/flow/config.mk WORK_HOME=/design/flow/orfs finish
==> /design/flow/config.mk <==
export PLATFORM = sky130hd
export DESIGN_NAME = control_fsm
export DESIGN_NICKNAME = control_fsm
export VERILOG_FILES = /design/flow/design.v
export SDC_FILE = /design/flow/constraint.sdc
export NUM_CORES = 4
export LEC_CHECK = 1
export CORE_AREA = 10 10 90 90
export DIE_AREA = 0 0 100 100
export SYNTH_HDL_FRONTEND = slang
==> /design/flow/constraint.sdc <==
current_design control_fsm

set clk_period 2.0
set clk_io_pct 0.2

create_clock -name clk0 -period $clk_period [get_ports {clk}]

set non_clock_inputs [all_inputs -no_clocks]
set_input_delay [expr $clk_period * $clk_io_pct] -clock clk0 $non_clock_inputs
set_output_delay [expr $clk_period * $clk_io_pct] -clock clk0 [all_outputs]
==> run notes <==
impl run done, here's what came out: Hold/Removal Path Class reg -> reg, busiest grt layer met2, # clock sinks 14, DRC 0, setup_tns 0 ps, RSZ-0062 raised after global routing no, critical path fanouts, max 3, Routed Antenna Nets 0, hold_buf cts 0, total of max-cap violations 0, Chip Area 0.0100 mm^2, antenna cells 0, Cells after Synth 68, post-place setup slack 272 ps, met2 Use GR 0.0597, Netlist Area Pre-Place 699 um^2, number of antenna violations at the first check in global routing 0, I/O pins 39, post-route cell area 0.00122 mm^2, Slew headroom 0.643, Static Leakage 0.456 nW, Core Area 0.00628 mm^2, M1 GR Usage 0.0532, GRT overflow 0, Placed Cells incl. Taps 183, H-tree Lvls 1, WS Path Type in -> reg, PnR worst setup slack 521 ps, CP arrival 1590 ps, CP Cell Sequence clkdlybuf4s50_1, xnor2_1, nand4_1, o31ai_1, a31oi_1, final hold violations 0, WL/cell 10.8 um, f_max 676 MHz, worst clock skew 2.43 ps, Seq/Total Area, Yosys 0.503, Skew-Pair Late Insertion Delay 240 ps, post-layout period usage 0.740, hold slack 472 ps, GR Layer Usage met3 0.0215, Slew Limit Fails 0, Placer Congestion 0.756, routed vias 631, TritonCTS Buffers 3, yosys cell count 68, count of tool warnings 25, Util after Layout 0.195, Total Power 0.700 mW, Initial Utilization 0.111, Synth Flop Type dfrtp_1, first-pass GRT wire length 3420 um, Critical Path Start Type input pin, vias in the first global route 737, layout cells sized above 1 0.0818, clk slew on worst S/H paths 50 ps, endpoint class of the critical path register, Ys Warns 0, detailed placer's ending HPWL 1730 um, yosys stat chip area 699 um^2, setup bufs post-CTS 0, Worst Max-Slew Pin Slew 535 ps, port bufs 38, chip width 100 um, Clock Path Buffers 2, drt first pass iters 4, Vias/cell 3.37, max incr delay on CP 470 ps, critical path's slowest cell clkdlybuf4s50_1, Final Critical Period 1480 ps, fin cells 187, number of fill cells 688, post-synthesis register bit count 14, Post-synth EDFFs 0, synth unique cells 24, Root Buffer clkbuf_8, worst path bufs/invs 1, syn avg cell area 10.3 um^2, Crit path required time 2110 ps, Final setup viols 0, delay-heaviest family, CP buffers and inverters, CTS tree built, Placed Area 0.00118 mm^2, largest net degree at the start of global routing 17, Peak VDD IR 0.276 mV, P&R area growth vs syn 75.0%, initial drt markers 21, Cell Pwr Density 572 mW/mm^2, status complete, no violations, Std-Cell Rows 29, gr usage total 0.0414, WL final 2030 um, post-cts gate resize count 0, ys async rst share 1.00, Die H 100 um
cells in the mapped netlist, types with 3 or more instances:
cell	instances	area, um^2
nand3_1	3	15.0
nor2_1	3	11.3
a22o_1	3	26.3
xnor2_1	11	96.3
o21ai_0	4	20.0
nand2_1	4	15.0
inv_1	6	22.5
dfrtp_1	13	325
logic make-up (layout without fill, tap and decap cells):
logic type | Yosys count | count (layout) | share of synthesized area
compound gates | 19 | 19 | 0.184
flops | 14 | 14 | 0.503
simple gates | 14 | 14 | 0.0930
xor+xnor | 11 | 11 | 0.138
buf+inv | 8 | 50 | 0.0501
mux | 2 | 2 | 0.0322
flip-flops by register name, summed over array words and instances (netlist names):
signal and cells:
start_r 1, present_state 7, inc 1, start_p 1
commutation_config 2, start_final_addition 1, set_ready 1
power by group:
group,switching [mW],internal (mW)
combinational,0.0495,0.103
sequential,0.0127,0.301
clock,0.0925,0.141
total,0.155,0.545
layout make-up:
| class | instances | area (um^2) | share of cell area |
|---|---|---|---|
| repair buffers | 40 | 395 | 0.323 |
| well taps | 77 | 96.3 | 0.0787 |
| multi-input cells | 46 | 313 | 0.256 |
| clock buffers | 4 | 45.0 | 0.0368 |
| flip-flops and latches | 14 | 352 | 0.287 |
| inverters | 6 | 22.5 | 0.0184 |
worst min-delay path: cells and delay by family, from the launching register on:
kind / cells / cell delay (ps)
compound gates: 1 / 70
buf+inv: 1 / 40
flops: 1 / 360
per-layer routing:
layer	vias up	part of all wire	wire length, um
li1	324	-	-
met1	270	0.47	951
met2	35	0.37	753
met3	2	0.13	269
met4	0	0.027	54
met5	-	0	0
worst paths after layout:
kind	startpoint	endpoint	slack, ps	cells past startpoint
worst max-delay path	cnt[5]	present_state[6]	520	5
worst min-delay path	present_state[0]	present_state[0]	470	2
worst max register to register	present_state[4]	start_r	1090	2
worst min register to register	present_state[0]	present_state[0]	470	2
max in group asynchronous	rst	present_state[0]	1130	2
min in group asynchronous	rst	start_r	500	2
layout by cell type (no fill, tap or decap), drive strengths merged, types with 2 or more instances in the layout:
cell type and n:
o31ai 2, a21oi 2, a31oi 2, nand3 3, xnor2 11, clkdlybuf4s50 38, nor2 3, buf 2
inv 6, nand4 2, nand2 4, o21ai 4, a22o 3, clkbuf 4, mux2 2, dfrtp 13
No activity file was given, so power comes from the tool's default toggle rates.
